==> flow/design.v <==
module BIST_controller (
  input wire start, rst, clk, stop,  
  output wire tmode                  
);
parameter reset = 1'b 0, test = 1'b 1;
reg current = reset;   
always @ (posedge clk) begin  
  if (rst)                
    current <= reset;
  else                   
    case(current)
      reset: if (start)       
        current <= test;     
      else                  
        current <= reset;
      test: if (stop)         
        current <= reset;    
      else                  
        current <= test;
      default:              
        current <= reset;
    endcase
end
assign tmode = (current == test) ? 1'b 1 : 1'b 0; 
endmodule
module comparator #(parameter wlength=4)(
  input wire clk,                   
  input wire [wlength-1:0] in1, in2, 
  output reg out                     
);
wire check;                 
assign check = (in1 == in2) ? 1'b 1 : 1'b 0; 
always@(posedge clk) begin  
  out <= check;            
end
endmodule
module counter #(parameter length = 12)(
  input wire clk, ud, en, rst,   
  output wire [length-1:0] q,   
  output stop 
);
reg [length-1:0] cnt_reg;       
always @(posedge clk) begin    
  if (rst|stop)                
    cnt_reg <= {length{1'b0}};
  else if (en) begin           
    if (ud) begin
      cnt_reg <= cnt_reg + 1;  
    end
    else
      cnt_reg <= cnt_reg - 1;  
  end
end
assign q = cnt_reg;            
assign stop = cnt_reg[length-1] & cnt_reg[length-2]; 
endmodule
module decoder #(parameter wlength=4)(
  input wire clk,            
  input wire [3:0] in,       
  output reg [wlength-1:0] out
);
reg [wlength-1:0] out_temp_reg;  
reg negate;                    
always@(posedge clk) begin      
  case(in[2:1])                  
    'd0: out_temp_reg <= {wlength/4{4'b0000}};  
    'd1: out_temp_reg <= {wlength/4{4'b0101}}; 
    'd2: out_temp_reg <= {wlength/4{4'b0011}};  
    default: out_temp_reg <= {wlength{1'bx}};   
  endcase
  negate <= in[3]~^in[0];       
  out <= negate ? ~out_temp_reg : out_temp_reg;  
end
endmodule
module mux #(parameter length=4)(
    input clk, 
    input sel, 
    input wire [length-1:0] in0, in1, 
    output reg [length-1:0] out 
);
always@(posedge clk) begin
  case(sel)
    'd0: out <= in0;
    'd1: out <= in1; 
    default: out <= {length{1'bx}}; 
  endcase
end
endmodule
module TOP #(parameter wcount=256, wlength=4)(
  input wire start, rst, clk, rwbarin, 
  input wire [wlength-1:0] datain, 
  input wire [$clog2(wcount)-1:0] address, 
  output wire [wlength-1:0] dataout,
  output reg fail 
);
wire tmode, ud, cnt_en, rwbar, rwbartest, stop;
wire [$clog2(wcount)-1:0] addrmem, addrtest; 
wire [$clog2(wcount)+3:0] count; 
wire [wlength-1:0] datamem, datatest, ramout; 
wire [3:0] decode_in; 
BIST_controller BIST_CTRL (
  .start(start),
  .rst(rst),
  .clk(clk),
  .stop(stop),
  .tmode(tmode)
);
reg [7:0] tmode_ppln;
always@(posedge clk) begin
  tmode_ppln[7:0] <= {tmode_ppln[6:0],tmode};
end
counter #(.length($clog2(wcount)+4)) CNT (
  .clk(clk),
  .ud(ud),
  .en(cnt_en),
  .rst(rst),
  .q(count),
  .stop(stop)
);
reg [6:0] rwbartest_ppln;
always@(posedge clk) begin
  rwbartest_ppln[6:0] <= {rwbartest_ppln[5:3],rwbar,rwbartest_ppln[1:0],rwbartest};
end
assign ud = 1'b1;
assign cnt_en = tmode & tmode_ppln[0];
assign rwbartest = (~count[$clog2(wcount)]) & (~stop);
assign rwbar = (~tmode_ppln[2]) ? rwbarin:rwbartest_ppln[2];
assign addrtest = count[$clog2(wcount)-1:0];
assign decode_in = {count[0],count[$clog2(wcount)+3:$clog2(wcount)+1]};
reg [$clog2(wcount)-1:0] addrtest_ppln0, addrtest_ppln1;
always@(posedge clk) begin
  addrtest_ppln0 <= addrtest;
  addrtest_ppln1 <= addrtest_ppln0;
end
decoder #(.wlength(wlength)) DECODE (
  .clk(clk),
  .in(decode_in),
  .out(datatest)
);
mux #(.length(wlength)) DMUX (
  .clk(clk),
  .sel(tmode_ppln[2]),
  .in0(datain),
  .in1(datatest),
  .out(datamem)
);
mux #(.length($clog2(wcount))) AMUX (
  .clk(clk),
  .sel(tmode_ppln[2]),
  .in0(address),
  .in1(addrtest_ppln1),
  .out(addrmem)
);
single_port_ram #(.wcount(wcount),.wlength(wlength)) RAM_MEM (
  .datain(datamem),
  .addr(addrmem),
  .we(rwbar),
  .clk(clk),
  .dataout(ramout)
);
reg [wlength-1:0] ramout_ppln0;
always@(posedge clk) begin
  ramout_ppln0 <= ramout;
end
reg [wlength-1:0] datatest_ppln0, datatest_ppln1, datatest_ppln2, datatest_ppln3;
always@(posedge clk) begin
  datatest_ppln0 <= datatest;
  datatest_ppln1 <= datatest_ppln0;
  datatest_ppln2 <= datatest_ppln1;
  datatest_ppln3 <= datatest_ppln2;
end
comparator #(.wlength(wlength)) COMP (
  .clk(clk),
  .in1(datatest_ppln3),
  .in2(ramout_ppln0),
  .out(eq)
);
always @(posedge clk) begin
  if (rst) fail <= 1'b0;
  else begin
    if (tmode_ppln[7] && ~rwbartest_ppln[6]) begin
      case(eq)
      'd1: fail <= 1'b0;
      default: fail <= 1'b1;
      endcase
    end
    else fail <= 1'b0;
  end
end
assign dataout = ramout;
endmodule
module single_port_ram #(parameter wcount=256, wlength=4) (
  input wire [wlength-1:0] datain,
  input wire [$clog2(wcount)-1:0] addr,
  input wire we, clk,
  output reg [wlength-1:0] dataout
);
reg [wlength-1:0] ram1[(wcount/8)-1:0];
reg [wlength-1:0] ram2[(wcount/8)-1:0];
reg [wlength-1:0] ram3[(wcount/8)-1:0];
reg [wlength-1:0] ram4[(wcount/8)-1:0];
reg [wlength-1:0] ram5[(wcount/8)-1:0];
reg [wlength-1:0] ram6[(wcount/8)-1:0];
reg [wlength-1:0] ram7[(wcount/8)-1:0];
reg [wlength-1:0] ram8[(wcount/8)-1:0];
reg [2:0] mem_sel, mem_sel_reg;
reg [$clog2(wcount)-4:0] mem_addr, mem_addr_reg;
reg [wlength-1:0] datain_reg, dataout_buffer1, dataout_buffer2, dataout_buffer3, dataout_buffer4, dataout_buffer5, dataout_buffer6, dataout_buffer7, dataout_buffer8;
reg we_reg;
always@(posedge clk) begin
  mem_sel <= addr[$clog2(wcount)-1:$clog2(wcount)-3];
  mem_addr <= addr[$clog2(wcount)-4:0];
  datain_reg <= datain;
  we_reg <= we;
  if (we_reg) begin
    case(mem_sel)
      'd0: ram1[mem_addr] <= datain_reg;
      'd1: ram2[mem_addr] <= datain_reg;
      'd2: ram3[mem_addr] <= datain_reg;
      'd3: ram4[mem_addr] <= datain_reg;
      'd4: ram5[mem_addr] <= datain_reg;
      'd5: ram6[mem_addr] <= datain_reg;
      'd6: ram7[mem_addr] <= datain_reg;
      'd7: ram8[mem_addr] <= datain_reg;
      default: ;  
    endcase
  end
  dataout_buffer1 <= ram1[mem_addr];
  dataout_buffer2 <= ram2[mem_addr];
  dataout_buffer3 <= ram3[mem_addr];
  dataout_buffer4 <= ram4[mem_addr];
  dataout_buffer5 <= ram5[mem_addr];
  dataout_buffer6 <= ram6[mem_addr];
  dataout_buffer7 <= ram7[mem_addr];
  dataout_buffer8 <= ram8[mem_addr];
  mem_sel_reg <= mem_sel;
end
always@(*) begin
  case(mem_sel_reg)
    'd0: dataout = dataout_buffer1;
    'd1: dataout = dataout_buffer2;
    'd2: dataout = dataout_buffer3;
    'd3: dataout = dataout_buffer4;
    'd4: dataout = dataout_buffer5;
    'd5: dataout = dataout_buffer6;
    'd6: dataout = dataout_buffer7;
    'd7: dataout = dataout_buffer8;
    default: ;  
  endcase
end
endmodule
==> flow/run.sh <==
#!/bin/bash
# OpenROAD 26Q1-2900-gdf79404cd8, Yosys 0.63+post, stock flow scripts
make -C /OpenROAD-flow-scripts/flow DESIGN_CONFIG=/design/flow/config.mk WORK_HOME=/design/flow/orfs finish
==> flow/config.mk <==
export PLATFORM = sky130hd
export DESIGN_NAME = TOP
export DESIGN_NICKNAME = TOP
export VERILOG_FILES = /design/flow/design.v
export SDC_FILE = /design/flow/constraint.sdc
export NUM_CORES = 4
export LEC_CHECK = 1
export CORE_UTILIZATION = 50
==> flow/constraint.sdc <==
current_design TOP

set clk_period 17.4
set clk_io_pct 0.2

create_clock -name clk0 -period $clk_period [get_ports {clk}]

set non_clock_inputs [all_inputs -no_clocks]
set_input_delay [expr $clk_period * $clk_io_pct] -clock clk0 $non_clock_inputs
set_output_delay [expr $clk_period * $clk_io_pct] -clock clk0 [all_outputs]
==> summary.txt <==
fresh numbers from the pnr run: FILL cells 6462, YS warnings 9, Vias 23100, Comb area around 9500 sq um, Detailed Route Iter0 Violations 1361, num rows 108, cts bufs inserted 114, setup bufs post-CTS 0, Synth Cell Area between 40000 and 50000 sq um, CP max FO 15, Area Growth Syn to Fin 11.9%, # DRC 0, Worst Setup End Kind output port, maximum VDD drop 0.0948 mV, Post-synth area hogs edfxtp_1 (70%), mux2i_1 (12%), dfxtp_1 (6.1%), o22ai_1 (3.7%), nor2_1 (2.3%), share of cells above drive strength 1 9.97%, CP arrival 2670 ps, clock buffer depth 3, Slew Viols, Final 0, Post-synth seq share 76.5%, max cap viols 0, cycle use final 35.4%, Comb pwr share 6.1%, Setup Crit Path Kind register to output port, setup TNS 0 ps, maximum clock rate 163 MHz, outcome completed, clock share of power 40.1%, average size of a mapped cell around 17 sq um, worst slew pin tran 866 ps, post-CTS sizing 0, critical path data required time around 14000 ps, Seq. cell area 33400 sq um, Yosys chip area 43700 sq um, Buffers on Ports 20, Sw Share 21.7%, cell count listed in synth_stat.txt 2621, CTS H-Tree Depth 3, Top-area cell share slightly above 70%, Cell Int Power about 4500 uW, GPL Wtd Cong 0.903, final total power 5800 uW, Leak 0.0160 uW, Routed WL per cell between 20 and 30 microns, vias in the first global route 23900, Cells after Synth 2621, Post-DRT Antenna Nets 0, die area 88600 sq um, Tmin final between 6000 and 7000 ps, largest net degree at the start of global routing between 150 and 200, CP Launch Type register, Global Route Usage Sum 28.1%, sequential share of power 53.8%, Worst Hold Class register to register, I/O Pins 21, CTS tree built, Rel. slew slack 42.2%, fp_density 50.4%, root buf cell clkbuf_16, Via density 5.88, unrepaired setup endpoints after global routing false, Registers, synthesis approximately 1200, first-pass GRT wire length 161000 microns, FF-to-FF setup slack 13160 ps, worst skew pair latency 680 ps, OpenROAD warning count 37, Initial DRT Pass Iterations 6, Clock Skew 28.9 ps, Setup Viol. Count Final 0, Die H 298 microns, Cell Type Count 41, gr ovfl total 0, cell area power density 119 nW/um^2, die width 298 microns, Switching Power 1260 uW, total wire length 111000 microns, hold buffer count at cts 0, clk slew on worst S/H paths 60 ps, initial antenna violation count 2, Hold Vio Cnt, Final 0, Final HPWL DP between 60000 and 70000 microns, clock sinks 1157, core outline area 86600 sq um, post-synth top area cell edfxtp_1
synthesized netlist by cell type:
cell type and n:
and3_1 2, nor3_1 1, mux4_2 4, and4_1 3
a22oi_1 4, mux2i_1 515, ha_1 4, clkbuf_2 1
xor2_1 15, dfxtp_1 133, buf_1 1, nand2b_1 2
o22ai_1 256, nand4_1 4, edfxtp_1 1024, buf_2 91
nor2b_1 8, a21oi_1 5, and3b_1 2, nor4_1 65
and2_1 1, nor3b_1 2, o211ai_1 2, nand4b_1 4
nor4b_1 1, nor2_1 273, xnor2_1 2, or4_1 1
mux2_2 14, or4b_1 3, clkbuf_1 52, nand4bb_1 6
or2_2 1, inv_1 5, nand2_1 74, nand3_1 17
or3_1 4, o21ai_0 6, or4b_4 1, buf_6 11
buf_4 1
cells in the final DEF (no fill, tap or decap), types with 3 or more instances in the layout:
master              n
a21oi_1             5
a22oi_1             4
and4_1              3
buf_12              5
buf_4              80
bufinv_16           6
clkbuf_1           28
clkbuf_16         117
clkbuf_8            6
clkdlybuf4s50_1    20
clkinv_1           20
clkinv_2           17
clkinvlp_4          3
dfxtp_1           128
dfxtp_4             5
edfxtp_1         1024
ha_1                4
inv_1               7
inv_6               4
mux2_2             14
mux2i_1           515
mux4_2              4
nand2_1            74
nand3_1            17
nand4_1             4
nand4b_1            4
nand4bb_2           6
nor2_1            273
nor2b_1             8
nor4_1             65
o21ai_0             6
o22ai_1           256
or3_1               4
xor2_1             15
cell type report:
class                      count  area share, %
antenna                        2         0.0102
clock buffer                 152           6.38
clock inverter                57          0.950
inverter                       5         0.0384
multi-input combinational   1302           19.4
sequential                  1157           68.4
tap                         1155           2.96
timing repair buffer         105           1.84
per-layer routing:
metal | GRT usage (%) | vias to the layer above | share of wire [%]
met5 | 0.649 | - | 0.085
met1 | 37.2 | 11400 | 35
li1 | - | 10400 | -
met3 | 18.4 | 231 | 15
met2 | 39.9 | 1146 | 46
met4 | 9.35 | 4 | 4.5
worst paths after layout:
check / from / end / cells past startpoint
min reg2reg: datatest_ppln2[0] / datatest_ppln3[0] / 0
max: RAM_MEM.mem_sel_reg[1] / dataout[0] / 5
min: datatest_ppln2[0] / datatest_ppln3[0] / 0
max reg2reg: RAM_MEM.mem_addr[1] / RAM_MEM.dataout_buffer7[3] / 7
through the flow:
| step | setup slack [ps] | instances | hold WS (ps) | utilization (%) | area (sq um) |
|---|---|---|---|---|---|
| 3_5_place_dp | 11910 | 3724 | 312 | 52.3 | 45300 |
| 2_1_floorplan | 12750 | 2621 | 310 | - | 43700 |
| 4_1_cts | 11190 | 3933 | 317 | 56.4 | 48900 |
| 3_3_place_gp | 11960 | 3724 | 311 | 52.3 | 45300 |
| 6_report | 11250 | 3935 | 313 | 56.4 | 48900 |
| 5_1_grt | 11080 | 3933 | 323 | 56.4 | 48900 |
cells by family after synthesis:
| logic type | count (synthesis) | synth area share, % |
|---|---|---|
| mux | 533 | 12.4 |
| buf+inv | 162 | 1.85 |
| fa+ha+maj | 4 | 0.115 |
| compound gates | 273 | 3.90 |
| simple gates | 475 | 4.94 |
| flops | 1157 | 76.5 |
| xor+xnor | 17 | 0.341 |
power by group through the flow:
stage                 Combinational [uW]  Sequential, uW  Clock, uW
final                                355            3120       2320
after global routing                 377            3130       2470
after CTS                            355            3120       2360
critical path: stages (launching register included):
cell and delay, ps:
dfxtp_1 650, nor2_1 100, o21ai_0 240, o211ai_1 150, a22oi_1 340, clkdlybuf4s50_1 530
No activity file was given, so power comes from the tool's default toggle rates.
